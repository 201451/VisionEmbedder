===== ./config.mk =====
export PLATFORM = sky130hd
export DESIGN_NAME = CRC32h_32bit
export DESIGN_NICKNAME = CRC32h_32bit
export VERILOG_FILES = /design/flow/design.v
export SDC_FILE = /design/flow/constraint.sdc
export NUM_CORES = 4
export LEC_CHECK = 1
export CORE_UTILIZATION = 30

===== ./constraint.sdc =====
current_design CRC32h_32bit

set clk_period 1.2
set clk_io_pct 0.2

create_clock -name clk0 -period $clk_period [get_ports {clk}]

set non_clock_inputs [all_inputs -no_clocks]
set_input_delay [expr $clk_period * $clk_io_pct] -clock clk0 $non_clock_inputs
set_output_delay [expr $clk_period * $clk_io_pct] -clock clk0 [all_outputs]

===== ./design.v =====
module CRC32_D32(
    data_in,
    crc_last,
    crc_out
);
input   [31:0]  data_in;
input   [31:0]  crc_last;
output  [31:0]  crc_out;
wire    [31:0]  d;
wire    [31:0]  c;
wire    [31:0]  newcrc;
assign     d = data_in;
assign     c = crc_last;
assign    newcrc[0] = d[31] ^ d[30] ^ d[29] ^ d[28] ^ d[26] ^ d[25] ^ d[24] ^ d[16] ^ d[12] ^ d[10] ^ d[9] ^ d[6] ^ d[0] ^ c[0] ^ c[6] ^ c[9] ^ c[10] ^ c[12] ^ c[16] ^ c[24] ^ c[25] ^ c[26] ^ c[28] ^ c[29] ^ c[30] ^ c[31];
assign    newcrc[1] = d[28] ^ d[27] ^ d[24] ^ d[17] ^ d[16] ^ d[13] ^ d[12] ^ d[11] ^ d[9] ^ d[7] ^ d[6] ^ d[1] ^ d[0] ^ c[0] ^ c[1] ^ c[6] ^ c[7] ^ c[9] ^ c[11] ^ c[12] ^ c[13] ^ c[16] ^ c[17] ^ c[24] ^ c[27] ^ c[28];
assign    newcrc[2] = d[31] ^ d[30] ^ d[26] ^ d[24] ^ d[18] ^ d[17] ^ d[16] ^ d[14] ^ d[13] ^ d[9] ^ d[8] ^ d[7] ^ d[6] ^ d[2] ^ d[1] ^ d[0] ^ c[0] ^ c[1] ^ c[2] ^ c[6] ^ c[7] ^ c[8] ^ c[9] ^ c[13] ^ c[14] ^ c[16] ^ c[17] ^ c[18] ^ c[24] ^ c[26] ^ c[30] ^ c[31];
assign    newcrc[3] = d[31] ^ d[27] ^ d[25] ^ d[19] ^ d[18] ^ d[17] ^ d[15] ^ d[14] ^ d[10] ^ d[9] ^ d[8] ^ d[7] ^ d[3] ^ d[2] ^ d[1] ^ c[1] ^ c[2] ^ c[3] ^ c[7] ^ c[8] ^ c[9] ^ c[10] ^ c[14] ^ c[15] ^ c[17] ^ c[18] ^ c[19] ^ c[25] ^ c[27] ^ c[31];
assign    newcrc[4] = d[31] ^ d[30] ^ d[29] ^ d[25] ^ d[24] ^ d[20] ^ d[19] ^ d[18] ^ d[15] ^ d[12] ^ d[11] ^ d[8] ^ d[6] ^ d[4] ^ d[3] ^ d[2] ^ d[0] ^ c[0] ^ c[2] ^ c[3] ^ c[4] ^ c[6] ^ c[8] ^ c[11] ^ c[12] ^ c[15] ^ c[18] ^ c[19] ^ c[20] ^ c[24] ^ c[25] ^ c[29] ^ c[30] ^ c[31];
assign    newcrc[5] = d[29] ^ d[28] ^ d[24] ^ d[21] ^ d[20] ^ d[19] ^ d[13] ^ d[10] ^ d[7] ^ d[6] ^ d[5] ^ d[4] ^ d[3] ^ d[1] ^ d[0] ^ c[0] ^ c[1] ^ c[3] ^ c[4] ^ c[5] ^ c[6] ^ c[7] ^ c[10] ^ c[13] ^ c[19] ^ c[20] ^ c[21] ^ c[24] ^ c[28] ^ c[29];
assign    newcrc[6] = d[30] ^ d[29] ^ d[25] ^ d[22] ^ d[21] ^ d[20] ^ d[14] ^ d[11] ^ d[8] ^ d[7] ^ d[6] ^ d[5] ^ d[4] ^ d[2] ^ d[1] ^ c[1] ^ c[2] ^ c[4] ^ c[5] ^ c[6] ^ c[7] ^ c[8] ^ c[11] ^ c[14] ^ c[20] ^ c[21] ^ c[22] ^ c[25] ^ c[29] ^ c[30];
assign    newcrc[7] = d[29] ^ d[28] ^ d[25] ^ d[24] ^ d[23] ^ d[22] ^ d[21] ^ d[16] ^ d[15] ^ d[10] ^ d[8] ^ d[7] ^ d[5] ^ d[3] ^ d[2] ^ d[0] ^ c[0] ^ c[2] ^ c[3] ^ c[5] ^ c[7] ^ c[8] ^ c[10] ^ c[15] ^ c[16] ^ c[21] ^ c[22] ^ c[23] ^ c[24] ^ c[25] ^ c[28] ^ c[29];
assign    newcrc[8] = d[31] ^ d[28] ^ d[23] ^ d[22] ^ d[17] ^ d[12] ^ d[11] ^ d[10] ^ d[8] ^ d[4] ^ d[3] ^ d[1] ^ d[0] ^ c[0] ^ c[1] ^ c[3] ^ c[4] ^ c[8] ^ c[10] ^ c[11] ^ c[12] ^ c[17] ^ c[22] ^ c[23] ^ c[28] ^ c[31];
assign    newcrc[9] = d[29] ^ d[24] ^ d[23] ^ d[18] ^ d[13] ^ d[12] ^ d[11] ^ d[9] ^ d[5] ^ d[4] ^ d[2] ^ d[1] ^ c[1] ^ c[2] ^ c[4] ^ c[5] ^ c[9] ^ c[11] ^ c[12] ^ c[13] ^ c[18] ^ c[23] ^ c[24] ^ c[29];
assign    newcrc[10] = d[31] ^ d[29] ^ d[28] ^ d[26] ^ d[19] ^ d[16] ^ d[14] ^ d[13] ^ d[9] ^ d[5] ^ d[3] ^ d[2] ^ d[0] ^ c[0] ^ c[2] ^ c[3] ^ c[5] ^ c[9] ^ c[13] ^ c[14] ^ c[16] ^ c[19] ^ c[26] ^ c[28] ^ c[29] ^ c[31];
assign    newcrc[11] = d[31] ^ d[28] ^ d[27] ^ d[26] ^ d[25] ^ d[24] ^ d[20] ^ d[17] ^ d[16] ^ d[15] ^ d[14] ^ d[12] ^ d[9] ^ d[4] ^ d[3] ^ d[1] ^ d[0] ^ c[0] ^ c[1] ^ c[3] ^ c[4] ^ c[9] ^ c[12] ^ c[14] ^ c[15] ^ c[16] ^ c[17] ^ c[20] ^ c[24] ^ c[25] ^ c[26] ^ c[27] ^ c[28] ^ c[31];
assign    newcrc[12] = d[31] ^ d[30] ^ d[27] ^ d[24] ^ d[21] ^ d[18] ^ d[17] ^ d[15] ^ d[13] ^ d[12] ^ d[9] ^ d[6] ^ d[5] ^ d[4] ^ d[2] ^ d[1] ^ d[0] ^ c[0] ^ c[1] ^ c[2] ^ c[4] ^ c[5] ^ c[6] ^ c[9] ^ c[12] ^ c[13] ^ c[15] ^ c[17] ^ c[18] ^ c[21] ^ c[24] ^ c[27] ^ c[30] ^ c[31];
assign    newcrc[13] = d[31] ^ d[28] ^ d[25] ^ d[22] ^ d[19] ^ d[18] ^ d[16] ^ d[14] ^ d[13] ^ d[10] ^ d[7] ^ d[6] ^ d[5] ^ d[3] ^ d[2] ^ d[1] ^ c[1] ^ c[2] ^ c[3] ^ c[5] ^ c[6] ^ c[7] ^ c[10] ^ c[13] ^ c[14] ^ c[16] ^ c[18] ^ c[19] ^ c[22] ^ c[25] ^ c[28] ^ c[31];
assign    newcrc[14] = d[29] ^ d[26] ^ d[23] ^ d[20] ^ d[19] ^ d[17] ^ d[15] ^ d[14] ^ d[11] ^ d[8] ^ d[7] ^ d[6] ^ d[4] ^ d[3] ^ d[2] ^ c[2] ^ c[3] ^ c[4] ^ c[6] ^ c[7] ^ c[8] ^ c[11] ^ c[14] ^ c[15] ^ c[17] ^ c[19] ^ c[20] ^ c[23] ^ c[26] ^ c[29];
assign    newcrc[15] = d[30] ^ d[27] ^ d[24] ^ d[21] ^ d[20] ^ d[18] ^ d[16] ^ d[15] ^ d[12] ^ d[9] ^ d[8] ^ d[7] ^ d[5] ^ d[4] ^ d[3] ^ c[3] ^ c[4] ^ c[5] ^ c[7] ^ c[8] ^ c[9] ^ c[12] ^ c[15] ^ c[16] ^ c[18] ^ c[20] ^ c[21] ^ c[24] ^ c[27] ^ c[30];
assign    newcrc[16] = d[30] ^ d[29] ^ d[26] ^ d[24] ^ d[22] ^ d[21] ^ d[19] ^ d[17] ^ d[13] ^ d[12] ^ d[8] ^ d[5] ^ d[4] ^ d[0] ^ c[0] ^ c[4] ^ c[5] ^ c[8] ^ c[12] ^ c[13] ^ c[17] ^ c[19] ^ c[21] ^ c[22] ^ c[24] ^ c[26] ^ c[29] ^ c[30];
assign    newcrc[17] = d[31] ^ d[30] ^ d[27] ^ d[25] ^ d[23] ^ d[22] ^ d[20] ^ d[18] ^ d[14] ^ d[13] ^ d[9] ^ d[6] ^ d[5] ^ d[1] ^ c[1] ^ c[5] ^ c[6] ^ c[9] ^ c[13] ^ c[14] ^ c[18] ^ c[20] ^ c[22] ^ c[23] ^ c[25] ^ c[27] ^ c[30] ^ c[31];
assign    newcrc[18] = d[31] ^ d[28] ^ d[26] ^ d[24] ^ d[23] ^ d[21] ^ d[19] ^ d[15] ^ d[14] ^ d[10] ^ d[7] ^ d[6] ^ d[2] ^ c[2] ^ c[6] ^ c[7] ^ c[10] ^ c[14] ^ c[15] ^ c[19] ^ c[21] ^ c[23] ^ c[24] ^ c[26] ^ c[28] ^ c[31];
assign    newcrc[19] = d[29] ^ d[27] ^ d[25] ^ d[24] ^ d[22] ^ d[20] ^ d[16] ^ d[15] ^ d[11] ^ d[8] ^ d[7] ^ d[3] ^ c[3] ^ c[7] ^ c[8] ^ c[11] ^ c[15] ^ c[16] ^ c[20] ^ c[22] ^ c[24] ^ c[25] ^ c[27] ^ c[29];
assign    newcrc[20] = d[30] ^ d[28] ^ d[26] ^ d[25] ^ d[23] ^ d[21] ^ d[17] ^ d[16] ^ d[12] ^ d[9] ^ d[8] ^ d[4] ^ c[4] ^ c[8] ^ c[9] ^ c[12] ^ c[16] ^ c[17] ^ c[21] ^ c[23] ^ c[25] ^ c[26] ^ c[28] ^ c[30];
assign    newcrc[21] = d[31] ^ d[29] ^ d[27] ^ d[26] ^ d[24] ^ d[22] ^ d[18] ^ d[17] ^ d[13] ^ d[10] ^ d[9] ^ d[5] ^ c[5] ^ c[9] ^ c[10] ^ c[13] ^ c[17] ^ c[18] ^ c[22] ^ c[24] ^ c[26] ^ c[27] ^ c[29] ^ c[31];
assign    newcrc[22] = d[31] ^ d[29] ^ d[27] ^ d[26] ^ d[24] ^ d[23] ^ d[19] ^ d[18] ^ d[16] ^ d[14] ^ d[12] ^ d[11] ^ d[9] ^ d[0] ^ c[0] ^ c[9] ^ c[11] ^ c[12] ^ c[14] ^ c[16] ^ c[18] ^ c[19] ^ c[23] ^ c[24] ^ c[26] ^ c[27] ^ c[29] ^ c[31];
assign    newcrc[23] = d[31] ^ d[29] ^ d[27] ^ d[26] ^ d[20] ^ d[19] ^ d[17] ^ d[16] ^ d[15] ^ d[13] ^ d[9] ^ d[6] ^ d[1] ^ d[0] ^ c[0] ^ c[1] ^ c[6] ^ c[9] ^ c[13] ^ c[15] ^ c[16] ^ c[17] ^ c[19] ^ c[20] ^ c[26] ^ c[27] ^ c[29] ^ c[31];
assign    newcrc[24] = d[30] ^ d[28] ^ d[27] ^ d[21] ^ d[20] ^ d[18] ^ d[17] ^ d[16] ^ d[14] ^ d[10] ^ d[7] ^ d[2] ^ d[1] ^ c[1] ^ c[2] ^ c[7] ^ c[10] ^ c[14] ^ c[16] ^ c[17] ^ c[18] ^ c[20] ^ c[21] ^ c[27] ^ c[28] ^ c[30];
assign    newcrc[25] = d[31] ^ d[29] ^ d[28] ^ d[22] ^ d[21] ^ d[19] ^ d[18] ^ d[17] ^ d[15] ^ d[11] ^ d[8] ^ d[3] ^ d[2] ^ c[2] ^ c[3] ^ c[8] ^ c[11] ^ c[15] ^ c[17] ^ c[18] ^ c[19] ^ c[21] ^ c[22] ^ c[28] ^ c[29] ^ c[31];
assign    newcrc[26] = d[31] ^ d[28] ^ d[26] ^ d[25] ^ d[24] ^ d[23] ^ d[22] ^ d[20] ^ d[19] ^ d[18] ^ d[10] ^ d[6] ^ d[4] ^ d[3] ^ d[0] ^ c[0] ^ c[3] ^ c[4] ^ c[6] ^ c[10] ^ c[18] ^ c[19] ^ c[20] ^ c[22] ^ c[23] ^ c[24] ^ c[25] ^ c[26] ^ c[28] ^ c[31];
assign    newcrc[27] = d[29] ^ d[27] ^ d[26] ^ d[25] ^ d[24] ^ d[23] ^ d[21] ^ d[20] ^ d[19] ^ d[11] ^ d[7] ^ d[5] ^ d[4] ^ d[1] ^ c[1] ^ c[4] ^ c[5] ^ c[7] ^ c[11] ^ c[19] ^ c[20] ^ c[21] ^ c[23] ^ c[24] ^ c[25] ^ c[26] ^ c[27] ^ c[29];
assign    newcrc[28] = d[30] ^ d[28] ^ d[27] ^ d[26] ^ d[25] ^ d[24] ^ d[22] ^ d[21] ^ d[20] ^ d[12] ^ d[8] ^ d[6] ^ d[5] ^ d[2] ^ c[2] ^ c[5] ^ c[6] ^ c[8] ^ c[12] ^ c[20] ^ c[21] ^ c[22] ^ c[24] ^ c[25] ^ c[26] ^ c[27] ^ c[28] ^ c[30];
assign    newcrc[29] = d[31] ^ d[29] ^ d[28] ^ d[27] ^ d[26] ^ d[25] ^ d[23] ^ d[22] ^ d[21] ^ d[13] ^ d[9] ^ d[7] ^ d[6] ^ d[3] ^ c[3] ^ c[6] ^ c[7] ^ c[9] ^ c[13] ^ c[21] ^ c[22] ^ c[23] ^ c[25] ^ c[26] ^ c[27] ^ c[28] ^ c[29] ^ c[31];
assign    newcrc[30] = d[30] ^ d[29] ^ d[28] ^ d[27] ^ d[26] ^ d[24] ^ d[23] ^ d[22] ^ d[14] ^ d[10] ^ d[8] ^ d[7] ^ d[4] ^ c[4] ^ c[7] ^ c[8] ^ c[10] ^ c[14] ^ c[22] ^ c[23] ^ c[24] ^ c[26] ^ c[27] ^ c[28] ^ c[29] ^ c[30];
assign    newcrc[31] = d[31] ^ d[30] ^ d[29] ^ d[28] ^ d[27] ^ d[25] ^ d[24] ^ d[23] ^ d[15] ^ d[11] ^ d[9] ^ d[8] ^ d[5] ^ c[5] ^ c[8] ^ c[9] ^ c[11] ^ c[15] ^ c[23] ^ c[24] ^ c[25] ^ c[27] ^ c[28] ^ c[29] ^ c[30] ^ c[31];
assign crc_out = newcrc;
endmodule
module CRC32h_32bit(
	input		wire				clk,
	input		wire				reset_n,
	input		wire	[31:0]		data,
	input		wire				datavalid,
	output		reg		[31:0]		checksum,
	output		reg					crcvalid
);
	wire		[31:0]	checksum_w;
	reg			[31:0]	checksum_reg;
	reg					crcvalid_reg;
always @ (posedge clk or negedge reset_n)
begin
    if (!reset_n)
    begin
        checksum		<= 32'hffffffff;
		checksum_reg	<= 32'hffffffff;
        crcvalid_reg	<= 1'b0;
		crcvalid		<= 1'b0;
    end
    else begin
		if(datavalid)
		begin 
			checksum_reg	<= checksum_w;
			checksum		<= checksum_reg;
			crcvalid		<= crcvalid_reg;
			crcvalid_reg	<= 1'b1;
		end
		else 
		begin
			checksum_reg	<= 32'hffffffff;
			checksum		<= checksum_reg;
			crcvalid		<= crcvalid_reg;
			crcvalid_reg	<= 1'b0;
		end
	end
end
	wire		[31:0]	checksum_tmp;
	assign		checksum_w	= ~{checksum_tmp[24],checksum_tmp[25]	,checksum_tmp[26]	,checksum_tmp[27]	,checksum_tmp[28]	,checksum_tmp[29]	,checksum_tmp[30]	,checksum_tmp[31],
								checksum_tmp[16],checksum_tmp[17]	,checksum_tmp[18]	,checksum_tmp[19]	,checksum_tmp[20]	,checksum_tmp[21]	,checksum_tmp[22]	,checksum_tmp[23],
								checksum_tmp[8]	,checksum_tmp[9]	,checksum_tmp[10]	,checksum_tmp[11]	,checksum_tmp[12]	,checksum_tmp[13]	,checksum_tmp[14]	,checksum_tmp[15],
								checksum_tmp[0]	,checksum_tmp[1]	,checksum_tmp[2]	,checksum_tmp[3]	,checksum_tmp[4]	,checksum_tmp[5]	,checksum_tmp[6]	,checksum_tmp[7]};
	wire		[31:0]	data_tmp;
assign data_tmp = {
					data[24]	 ,data[25]	,data[26]	,data[27]	,data[28]	,data[29]	,data[30]	,data[31],
					data[16]	 ,data[17]	,data[18]	,data[19]	,data[20]	,data[21]	,data[22]	,data[23],
					data[8] 	 ,data[9]	,data[10]	,data[11]	,data[12]	,data[13]	,data[14]	,data[15],
					data[0] 	 ,data[1]	,data[2]	,data[3]	,data[4]	,data[5]	,data[6]	,data[7]
                   };	
CRC32_D32	CRC32_D32_inst(.data_in(data_tmp),.crc_last(32'hffffffff),.crc_out(checksum_tmp));
endmodule

===== ./run.sh =====
#!/bin/bash
# OpenROAD 26Q1-2900-gdf79404cd8, Yosys 0.63+post, stock flow scripts
make -C /OpenROAD-flow-scripts/flow DESIGN_CONFIG=/design/flow/config.mk WORK_HOME=/design/flow/orfs finish

==> run notes <==
impl run done, here's what came out: Num CTS Buffers 9, largest net degree at the start of global routing 32, Dominant combinational family XOR/XNOR gates, CTS tree built, number of enable flip-flop cells 0, crit path kind primary input to register, grt total ovfl 0, worst hold-check path type primary input to asynchronous set/reset pin, critical path launch point type primary input, yosys cell count 342, achievable frequency 0.704 GHz, warnings from Yosys 1, Final Power 0.0128 W, floorplan core density 0.313, CTS H-tree depth 3, max reg flops 64, Crit Reg-Reg Endpoint checksum[29], period utilization 1.18, Die X 121 µm, simple share 0.0314, CTS root buffer clkbuf_16, Final ANT Viol Nets 0, Syn Inst Count 342, Critical R2R Launch checksum_reg[29], OpenROAD warning count 28, clock sinks 66, GRT Overall Usage 0.189, chip height 121 µm, Worst EP required 1.46 ns, IO buf count 67, number of global-route vias before repair 3370, Chip Area 0.0146 mm², critical path arrival 1.68 ns, #FFs+latches synth 66, residual DRC count 0, # diodes 0, share of cells above drive strength 1 0.829, Iteration-0 DRC Markers 99, post-route setup slack -0.221 ns, Slew Limit Fails 0, synthesized area per cell 12.4 µm², post-synthesis cell area 0.00423 mm², first-pass GRT wire length 19.4 mm, clk buf depth 2, Largest type area fraction 0.398, status finished, violations left, placed wire-length estimate 8.56 mm, GP Congestion 0.921, mux share 0.0107, Syn-to-layout area delta 108%, Late-Pin Clk Latency 0.33 ns, XOR Share, Synth 0.505, count leader, synth xnor2_1, final period demand of the worst path 1.42 ns, Worst R2R Setup Slack 0.58 ns, worst slew pin tran 0.490 ns, Worst Clk Skew 0.00925 ns, Worst setup EP type register, Yosys top cell by area dfstp_2, CTS clk-pin slew, worst paths 0.05 ns, Worst Reg-to-Reg Cells 0, failing checks setup timing, Most used DFF post-synth dfstp_2, Distinct cells, synth 20, Top cells by area dfstp_2 (40%), xnor2_1 (30%), xor2_1 (7.9%), RSZ-0062 raised after global routing yes, register area share after synthesis 0.410, top post-synthesis cells by count xnor2_1 (147), dfstp_2 (64), xor2_1 (38), nand2_1 (27), buf_2 (19), I/O pins 68, yosys-reported design area after synthesis 0.00423 mm², TritonRoute pass-1 iters 4, Vias 3118, Critical Path Fanout Max 2, Core Box Area 0.0135 mm², final core occ 0.650, initial antenna violation count 0, Cell Rows 42, final hold violation count 0, average wire per standard cell 19.4 µm, adder share 0, maximum vdd drop 0.736 mV, Detailed Route WL 14.2 mm, vias per cell 4.26, MaxCap Viol Count 0, Slew headroom 0.671, final setup fails 23, Pleak 3.74 nW, ao+oa area frac 0, ys async rst share 1.00, Pwr per Cell Area 1460 mW/mm²
## placed cells by master, fill, tap and decap left out, types with 2 or more instances in the layout
| master | count |
|---|---|
| buf_4 | 90 |
| dfstp_2 | 64 |
| xnor2_4 | 63 |
| buf_6 | 62 |
| xnor2_2 | 53 |
| xnor2_1 | 37 |
| buf_2 | 37 |
| nand2_1 | 27 |
| xor2_4 | 20 |
| buf_12 | 18 |
| buf_8 | 17 |
| xor2_2 | 14 |
| xnor3_1 | 13 |
| clkbuf_16 | 9 |
| xor2_1 | 8 |
| mux2_4 | 4 |
| nand2b_1 | 3 |
| clkinvlp_4 | 3 |
| xnor3_2 | 2 |
| dfrtp_1 | 2 |
## logic make-up (layout without fill, tap and decap cells)
group,count (synthesis),count (layout)
buf+inv,30,244
xor+xnor,210,210
flops,66,66
mux,4,4
simple gates,32,32
## critical path: stages
cell and delay [ns]:
buf_8 0.10, buf_6 0.12, xnor2_4 0.12, xnor2_2 0.23
buf_4 0.18, xor2_4 0.19, xnor3_1 0.34, nand2b_4 0.14
## cell type report
type | count | area [µm²]
fillers | 831 | 4730
clock inverters | 6 | 66.3
inverters | 1 | 3.75
multi-input cells | 246 | 4310
clock buffers | 10 | 239
repair buffers | 227 | 2200
well taps | 176 | 220
flip-flops and latches | 66 | 1730
## per-stage QoR
stage / cells / worst slack [ns] / setup TNS (ns) / hold WS [ns] / cell area [µm²]
2_1_floorplan: 342 / -0.322 / -4.89 / -0.0556 / 4900
3_3_place_gp: 659 / -1.06 / -27.47 / 0.150 / 6250
3_5_place_dp: 659 / -1.09 / -27.53 / 0.147 / 6250
4_1_cts: 724 / -0.207 / -2.15 / 0.0652 / 7900
5_1_grt: 732 / -0.255 / -3.32 / 0.0882 / 8770
6_report: 732 / -0.221 / -2.17 / 0.0635 / 8770
## where the power goes
part / switching [W] / total (W) / internal [W] / leakage (nW)
combinational: 0.00259 / 0.00642 / 0.00383 / 2.90
sequential: 0.000202 / 0.00380 / 0.00360 / 0.698
clock: 0.000930 / 0.00259 / 0.00166 / 0.141
## metal layers
layer	wire length [µm]	track usage	vias to the layer above
li1	-	-	1438
met5	0	0	-
met3	674	0.0385	19
met4	321	0.0471	0
met2	7090	0.294	93
met1	6120	0.285	1568
## how the worst max path moves through the flow
stage	start	endpoint	slack (ns)	depth (start not counted)
final	data[18]	checksum_reg[11]	-0.22	8
after global routing	data[18]	checksum_reg[11]	-0.25	8
after CTS	data[31]	checksum_reg[11]	-0.21	6
## repair_timing
action / in CTS / in global routing
gates resized: 424 / 136
hold endpoints to repair: 1 / 0
pin swaps: 124 / 122
setup endpoints to repair: 65 / 32
buffers inserted: 53 / 27
hold buffers: 1 / 0
Power is estimated from default activity; no workload was simulated.
